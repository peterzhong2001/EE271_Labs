<file path="flow/run.sh">
#!/bin/bash
# OpenROAD 26Q1-2900-gdf79404cd8, Yosys 0.63+post, stock flow scripts
make -C /OpenROAD-flow-scripts/flow DESIGN_CONFIG=/design/flow/config.mk WORK_HOME=/design/flow/orfs finish
</file>
<file path="flow/config.mk">
export PLATFORM = sky130hd
export DESIGN_NAME = DE1_SoC_2
export DESIGN_NICKNAME = DE1_SoC_2
export VERILOG_FILES = /design/flow/design.v
export SDC_FILE = /design/flow/constraint.sdc
export NUM_CORES = 4
export LEC_CHECK = 1
export CORE_AREA = 10 10 70 70
export DIE_AREA = 0 0 80 80
</file>
<file path="flow/constraint.sdc">
current_design DE1_SoC_2

set clk_period 1.5
set clk_io_pct 0.2

create_clock -name clk0 -period $clk_period

set non_clock_inputs [all_inputs -no_clocks]
set_input_delay [expr $clk_period * $clk_io_pct] -clock clk0 $non_clock_inputs
set_output_delay [expr $clk_period * $clk_io_pct] -clock clk0 [all_outputs]
</file>
<file path="flow/design.v">
module DE1_SoC_2 (HEX0, HEX1, HEX2, HEX3, HEX4, HEX5, KEY, LEDR, SW);
	output logic [6:0] HEX0, HEX1, HEX2, HEX3, HEX4, HEX5;
	output logic [9:0] LEDR;
	input logic [3:0] KEY;
	input logic [9:0] SW;
	logic U, P, C, M;
	logic [2:0] UPC;
	assign U = SW[9];
	assign P = SW[8];
	assign C = SW[7];
	assign M = SW[0];
	assign UPC = SW[9:7];
	driver fred (.UPC(UPC), .leds0(HEX0), .leds1(HEX1), .leds2(HEX2), .leds3(HEX3), .leds4(HEX4), .leds5(HEX5));
	lab3 discount_theft (.U, .P, .C, .M, .Discount(LEDR[1]), .Theft(LEDR[0]));
endmodule
module DE1_SoC_2_testbench();
	logic [6:0] HEX0, HEX1, HEX2, HEX3, HEX4, HEX5;
	logic [9:0] LEDR;
	logic [3:0] KEY;
	logic [9:0] SW;
	DE1_SoC_2 dut (.HEX0, .HEX1, .HEX2, .HEX3, .HEX4, .HEX5, .KEY, .LEDR,
.SW);
	integer i;
	initial begin
		SW[6:1] = 0;
		SW[0] = 0;
		for(i = 0; i < 8; i++) begin
			SW[9:7] = i; #10;
		end
		SW[0] = 1;
		for(i = 0; i < 8; i++) begin
			SW[9:7] = i; #10;
		end
	end
endmodule
module driver (UPC, leds0, leds1, leds2, leds3, leds4, leds5);
	input logic [2:0] UPC;
	output logic [6:0] leds0, leds1, leds2, leds3, leds4, leds5;
	logic [6:0] A, C, E, H, I, L, O, P, S, T, U;
	integer i;
	assign A = 7'b1110111;
	assign C = 7'b0111001;
	assign E = 7'b1111001;
	assign H = 7'b1110110;
	assign I = 7'b0000110;
	assign L = 7'b0111000;
	assign O = 7'b0111111;
	assign P = 7'b1110011;
	assign S = 7'b1101101;
	assign T = 7'b1111000;
	assign U = 7'b0111110;
	always_comb begin
		case (UPC)
			3'b000: leds5 = T;
			3'b001: leds5 = C;
			3'b011: leds5 = C;
			3'b100: leds5 = C;
			3'b101: leds5 = P;
			3'b110: leds5 = P;
			default: leds5 = 7'bX;
		endcase
		case (UPC)
			3'b000: leds4 = E;
			3'b001: leds4 = H;
			3'b011: leds4 = H;
			3'b100: leds4 = L;
			3'b101: leds4 = I;
			3'b110: leds4 = L;
			default: leds4 = 7'bX;
		endcase
		case (UPC)
			3'b000: leds3 = A;
			3'b001: leds3 = A;
			3'b011: leds3 = I;
			3'b100: leds3 = O;
			3'b101: leds3 = S;
			3'b110: leds3 = A;
			default: leds3 = 7'bX;
		endcase
		case (UPC)
			3'b000: leds2 = C;
			3'b001: leds2 = L;
			3'b011: leds2 = S;
			3'b100: leds2 = S;
			3'b101: leds2 = T;
			3'b110: leds2 = T;
			default: leds2 = 7'bX;
		endcase
		case (UPC)
			3'b000: leds1 = U;
			3'b001: leds1 = E;
			3'b011: leds1 = E;
			3'b100: leds1 = E;
			3'b101: leds1 = O;
			3'b110: leds1 = E;
			default: leds1 = 7'bX;
		endcase
		case (UPC)
			3'b000: leds0 = P;
			3'b001: leds0 = T;
			3'b011: leds0 = L;
			3'b100: leds0 = T;
			3'b101: leds0 = L;
			3'b110: leds0 = S;
			default: leds0 = 7'bX;
		endcase
		for (i=0; i<= 6; i++) begin
			leds0[i] = ~leds0[i];
			leds1[i] = ~leds1[i];
			leds2[i] = ~leds2[i];
			leds3[i] = ~leds3[i];
			leds4[i] = ~leds4[i];
			leds5[i] = ~leds5[i];
		end
	end
endmodule 
module lab3 (U, P, C, M, Discount, Theft);
	input logic U, P, C, M;
	output logic Discount, Theft;
	logic a1Out, n1Out, nor1Out, nor2Out;
	and a1 (a1Out, U, C);
	not n1 (n1Out, U);
	or o1 (Discount, a1Out, P);
	nor nor1 (nor2Out, P, n1Out, M);
	nor nor2 (nor1Out, P, C, M);
	or o2 (Theft, nor1Out, nor2Out);
endmodule 
</file>
==> impl_metrics.json <==
{
  "gp_congestion": 0.7188,
  "firstDrtPassIters": 2,
  "setup_viol": 0,
  "ios": 66,
  "vias": 565,
  "top_cells_by_area": "buf_4 (39%), ha_1 (7.6%), o21ai_0 (4.0%)",
  "grt_overflow": 0,
  "min_path_type": "primary input to output port",
  "yosys_area_sq_um": 496.7,
  "seqCellArea_sq_um": 0,
  "p_leak_nw": 0.5647,
  "critical_path_class": "primary input to output port",
  "crit_path_end_kind": "output port",
  "antenna_found_initial": 0,
  "tool_warnings": 46,
  "power_density_mw_per_mm2": 258.1,
  "instances_no_fill": 166,
  "place.port_buffers": 37,
  "die_area_sq_mm": 0.006400,
  "via_per_inst": 3.404,
  "netlist.area_leader.share_pct": 39.29,
  "drv_slew": 0,
  "whs_endpoint": "HEX0[6]",
  "cp-start-kind": "primary input",
  "grtUsageMet3_pct": 2.386,
  "fin_util_pct": 30.88,
  "min_from": "SW[7]",
  "rows": 21,
  "grt_max_degree": 8,
  "min_period_ns": 1.496,
  "hold_violations": 0,
  "ys_warn_count": 9,
  "dieWidth_um": 80,
  "ant_nets": 0,
  "netlist_instances": 74,
  "drt-total-wl_mm": 1.960,
  "hold_buffers": 0,
  "max-cap-violations": 0,
  "wl_per_cell_um": 11.81,
  "finalClockPeriodUsage_pct": 99.72,
  "fillers": 365,
  "num-clock-buffers": 0,
  "area_growth_pct": 112.3,
  "grt_pass1_vias": 640,
  "fin_setup_tns_ns": 0,
  "use_met2_pct": 9.872,
  "flop-count": 0,
  "placed_cell_area_sq_um": 830.8,
  "synth_area_per_cell_sq_um": 6.713,
  "ir_worst_vdd_mv": 0.05456,
  "grt_util_all_layers_pct": 6.005,
  "totalPowerFinal_uw": 272.2,
  "netlist_area_sq_um": 496.7,
  "grt_busiest_layer": "met2",
  "grt_pass1_wl_mm": 3.277,
  "use_met1_pct": 7.652,
  "die_height_um": 80,
  "rsz0062_at_grt": "true",
  "hold_depth": 5,
  "critPathMaxFanout": 5,
  "arrival_ns": 1.20,
  "placed_cells": 152,
  "yosys.area.top_type": "buf_4",
  "final_area_sq_mm": 0.001055,
  "yosysUniqueCellTypes": 29,
  "status": "finished, final reports clean",
  "drtIter0Drc": 10,
  "postSynthSeqShare_pct": 0,
  "num_antenna_cells": 0,
  "drive_gt1_share_pct": 42.50,
  "fmax_mhz": 668.5,
  "ys_cells": 74,
  "drc_errors": 0,
  "place_hpwl_mm": 1.508,
  "crit_required_ns": 1.20,
  "fp.coreArea_sq_mm": 0.003416,
  "initCoreUtil_pct": 14.54
}
synth_stat cells (2+ instances only):
| library cell | n |
|---|---|
| buf_4 | 26 |
| a21oi_1 | 2 |
| nand2b_1 | 3 |
| buf_2 | 3 |
| a21boi_0 | 2 |
| ha_1 | 3 |
| nand2_1 | 2 |
| o22ai_1 | 2 |
| nor2b_1 | 2 |
| nor2_1 | 3 |
| inv_1 | 4 |
| conb_1 | 2 |
| o21ai_0 | 4 |
layout make-up:
type	count	area (sq um)	share of cell area, %
inverter	4	15.01	1.423
multi-input combinational	56	416.7	39.50
tap	46	57.56	5.457
timing repair buffer	60	565.5	53.62
placed cells by master, fill, tap and decap left out, types with 2 or more instances in the layout:
master / count
dlygate4sd2_1: 20
conb_1: 19
buf_4: 11
buf_6: 10
clkdlybuf4s15_1: 6
buf_2: 4
inv_2: 3
buf_8: 3
clkbuf_2: 3
nor2b_1: 2
nand2b_4: 2
nor2_4: 2
o21ai_0: 2
nand2_1: 2
o22ai_2: 2
ha_4: 2
power by group:
group | leakage [nW] | switching [mW] | total [mW] | internal (mW)
sequential | 0 | 0 | 0 | 0
combinational | 0.565 | 0.0929 | 0.272 | 0.179
clock | 0 | 0 | 0 | 0
critical path, stage by stage:
cell	delay, ns
buf_8	0.11
and3b_2	0.24
buf_6	0.13
or3_1	0.29
buf_2	0.12
worst max path at each step:
stage / from / to / cells after the start
after CTS: SW[9] / HEX5[6] / 6
after global routing: SW[9] / HEX4[0] / 5
final: SW[9] / HEX4[0] / 5
stage by stage:
stage / hold slack (ns) / worst slack [ns]
floorplan: 0.6423 / 0.03967
global placement: 1.498 / -0.7736
detailed placement: 1.495 / -0.7635
CTS: 1.059 / -0.1547
global route: 1.074 / -0.03332
finish: 1.045 / 0.004207
routing by layer:
layer | vias up | wire length, um
li1 | 290 | -
met1 | 244 | 845
met2 | 31 | 870
met3 | 0 | 245
met4 | 0 | 0
met5 | - | 0
kinds of logic after synthesis:
| group | after synthesis | synth area share [%] |
|---|---|---|
| AND-OR/OR-AND | 14 | 18.64 |
| adder cells (fa/ha/maj) | 3 | 7.557 |
| buffers and inverters | 35 | 48.36 |
| XOR/XNOR | 2 | 3.527 |
| other | 2 | 1.512 |
| AND/OR/NAND/NOR | 18 | 20.41 |
repair_timing:
item | 4_1_cts | 5_1_grt
buffers inserted | 9 | 2
pin swaps | 11 | 3
cloned | 3 | 0
gates resized | 94 | 16
setup endpoints to repair | 33 | 15
Power figures rest on the tool's default switching activity, not on a simulated workload.
